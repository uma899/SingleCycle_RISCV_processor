===== ./run.sh =====
#!/bin/bash
# OpenROAD 26Q1-2900-gdf79404cd8, Yosys 0.63+post, stock flow scripts
make -C /OpenROAD-flow-scripts/flow DESIGN_CONFIG=/design/flow/config.mk WORK_HOME=/design/flow/orfs finish

===== ./config.mk =====
export PLATFORM = sky130hd
export DESIGN_NAME = mux2_to_1
export DESIGN_NICKNAME = mux2_to_1
export VERILOG_FILES = /design/flow/design.v
export SDC_FILE = /design/flow/constraint.sdc
export NUM_CORES = 4
export LEC_CHECK = 1
export CORE_AREA = 10 10 71 71
export DIE_AREA = 0 0 81 81

===== ./constraint.sdc =====
current_design mux2_to_1

set clk_period 1.0
set clk_io_pct 0.2

create_clock -name clk0 -period $clk_period

set non_clock_inputs [all_inputs -no_clocks]
set_input_delay [expr $clk_period * $clk_io_pct] -clock clk0 $non_clock_inputs
set_output_delay [expr $clk_period * $clk_io_pct] -clock clk0 [all_outputs]

===== ./design.v =====
module mux2_to_1 (
    input [31:0] in1, in2,
    input sel,
    output [31:0] selected_in
);
    assign selected_in = (sel == 1'b0) ? in1 : in2;
endmodule

==> GITHUB_STEP_SUMMARY <==
## Implementation flow summary

| Metric | Value |
|---|---|
| CP most frequent cell | `buf_16` |
| Sw Pwr | `0.1421 mW` |
| Max_slew headroom | `0.9263` |
| Final ANT Viol Nets | `0` |
| RSZ-0062 raised after global routing | `yes` |
| Slew of the pin with the lowest slew margin | `0.1105 ns` |
| Max-slew violations | `0` |
| Die width | `81 µm` |
| Status | `finished with violations` |
| Setup Buffers After CTS | `0` |
| Sw frac | `0.2248` |
| Pwr dens | `396.8 nW/µm²` |
| DP HPWL | `~2500 µm` |
| Post-synth top area cell | `mux2_4` |
| Initial antenna violation count | `0` |
| Critical hold path startpoint | `in2[29]` |
| Synthesized area | `544.3 µm²` |
| P_int | `between 0.4 and 0.5 mW` |
| Main area contributors | `mux2_4 83%, buf_12 11%, mux2_2 4.1%` |
| Leak | `0.8596 nW` |
| Post-Synthesis Cells | `36` |
| WP data required | `about 0.80 ns` |
| Tool warnings | `34` |
| Sequential share of power | `0` |
| Crit path launch type | `input port` |
| Worst path max stage delay | `0.30 ns` |
| Hold_ws | `0.7699 ns` |
| I/O Buffers | `97` |
| Seq/Total Area, Yosys | `0` |
| Fin. Hold Viols | `0` |
| Final Cycle Share | `1.091` |
| Comb power frac | `1.000` |
| Fill count | `369` |
| Design area | `1593 µm²` |
| Row count | `22` |
| Finish-stage setup viols | `31` |
| Wire length per cell | `16.02 µm` |
| Top cell type by instance count after synthesis | `mux2_4` |
| Inserted Diodes | `0` |
| Critical Path Slowest Stage Cell | `mux2_4` |
| RD Place Congestion | `0.8093` |
| Place WS | `-0.5194 ns` |
| Crit path kind | `input port to primary output` |
| Max cap viols | `0` |
| Failing checks | `setup timing` |
| Reg area | `0 µm²` |
| Flop Count | `0` |
| Core area | `3633 µm²` |
| Pin count of the biggest net entering global routing | `9` |
| Setup TNS | `-2.608 ns` |
| Starting DRT DRC Count | `7` |
| Worst-path cell chain | `buf_16, buf_16, mux2_4, buf_6` |
| Worst hold path class | `input port to primary output` |
| Syn avg cell area | `15.12 µm²` |
| Post-DP Area | `between 1500 and 2000 µm²` |
| Power Total | `0.6320 mW` |
| Final global-route overflow total | `0` |
| Worst Setup SP | `sel` |
| Clk_buf instances | `0` |
| Die H | `81 µm` |
| Area grow syn2layout | `192.6%` |
| Routed wire length | `2948 µm` |
| Vias post-DR | `706` |
| Crit-path max FO | `8` |
| Layout Cells excl Fill | `around 180` |
| Drt pass-1 iters | `2` |
| GRT Util Overall | `0.08085` |
| IO Pins | `97` |
| Vias per cell | `3.837` |
| Yosys Instances | `36` |
| First-pass GRT wire length | `4181 µm` |
| Die Size | `6561 µm²` |
| Final worst slack | `-0.09077 ns` |
| Area share, top type | `0.8276` |
| Top cells by count, synth | `30 x mux2_4, 3 x buf_12, 2 x mux2_2, 1 x buf_6` |
| Fp util | `0.1498` |
| Final core utilization | `0.4384` |
| Final min period | `1.091 ns` |
| Fmax | `916.8 MHz` |
| Arrival time at the worst endpoint | `0.89 ns` |
| CP endpoint kind | `primary output` |
| Share of layout cells above drive strength 1 | `0.5294` |
| Placed Cells | `180` |
| Yosys chip area | `~540 µm²` |
| Max IR drop VDD | `approximately 0.17 mV` |
| Clk pwr share | `0` |
| Vias in the first global route | `787` |
| Worst hold path depth | `3` |
| Synth cell types | `4` |
| YS warnings | `0` |
| Drt drc | `0` |
## per-layer routing
metal | global-route usage | routed length [µm] | part of all wire
met2 | 0.1441 | 1493 | 0.51
met4 | 0 | 0 | 0
met3 | 0.03229 | 347 | 0.12
met5 | 0 | 0 | 0
met1 | 0.09483 | 1107 | 0.38
## area by class of cell
| class | instances | area, µm² | share of cell area |
|---|---|---|---|
| Multi-Input combinational cell | 32 | 480.5 | 0.3016 |
| Tap cell | 48 | 60.06 | 0.03771 |
| Timing Repair Buffer | 104 | 1052 | 0.6606 |
## worst paths after layout
path                               to  slack, ns
worst max-delay path  selected_in[25]      -0.09
worst min-delay path  selected_in[29]       0.77
## worst max-delay path: cells and delay by family
family / cells / cell delay (ns)
buf+inv: 3 / 0.39
mux: 1 / 0.30
## power groups by stage
stage	Combinational (mW)	Clock [mW]	Sequential, mW
5_1_grt	0.676	0	0
4_1_cts	0.604	0	0
6_report	0.632	0	0
## logic make-up after synthesis
family and synth area share:
mux 0.8690, buf+inv 0.1310
## layout by cell type (no fill, tap or decap)
cell type and n:
dlygate4sd2_1 62, buf_12 2, buf_4 1, mux2_4 32, buf_6 23, buf_2 9, clkdlybuf4s15_1 2, buf_16 5
## repair_timing
item,CTS,global route
endpoints found under the setup margin,32,32
hold buffers,0,0
gates resized,185,11
pin swaps,0,0
cloned,4,0
Power and IR drop assume default switching activity.
